`design/flow/design.v`:
```
module apb_slave (
    input wire clk, input wire n_rst, input wire [7:0] rx_data,
    input wire data_ready, input wire overrun_error, input wire framing_error,
    input wire psel, input wire [2:0] paddr, input wire penable, input wire pwrite,
    input wire [7:0] pwdata, output reg[7:0] prdata, output reg pslverr,
    output reg data_read, output reg [3:0] data_size, output reg [13:0] bit_period);
    reg[2:0] read_select;
    reg[2:0] write_select;
    reg[13:0] next_bit_period_temp;
    reg[3:0] next_data_size_temp;
    reg[13:0] bit_period_temp;
    reg[3:0] data_size_temp;
    reg[7:0] next_prdata;
    always_ff @ (posedge clk, negedge n_rst) begin
        if (n_rst == 1'b0) begin
            bit_period_temp <= '0;
            data_size_temp <= '0;
            prdata <= '0;
        end
        else begin
            data_size_temp <= next_data_size_temp;
            bit_period_temp <= next_bit_period_temp;
            prdata <= next_prdata;
        end
    end
    always_comb begin : SET_OUTPUTS
        bit_period = bit_period_temp;
        data_size = data_size_temp;
    end
    always_comb begin : ADDRESS_MAPPING
        pslverr = 1'b0;
        write_select = '0;
        read_select = '0;
        if (pwrite == 1'b1) begin
            if (penable && psel) begin
                if (paddr == 3'd2) begin
                    write_select = 3'd1;
                end
                else if (paddr == 3'd3) begin
                    write_select = 3'd2;
                end
                else if (paddr == 3'd4) begin
                    write_select = 3'd3;
                end
                else begin
                    pslverr = 1'b1;
                end
            end
        end
        else if(pwrite == 1'b0) begin
            if(psel) begin
                if (paddr == 3'd0) begin
                    read_select = 3'd1;
                end
                else if (paddr == 3'd1) begin
                    read_select = 3'd2;
                end
                else if (paddr == 3'd2) begin
                    read_select = 3'd3;
                end
                else if (paddr == 3'd3) begin
                    read_select = 3'd4;
                end
                else if (paddr == 3'd4) begin
                    read_select = 3'd5;
                end
                else if (paddr == 3'd6) begin
                    read_select = 3'd6;
                end
            end
        end
    end
    always_comb begin : PRDATA 
        next_prdata = prdata;
        data_read = 1'b0;
        if (read_select == 3'd1) begin
            next_prdata = {7'b0000000, data_ready};
        end
        else if (read_select == 3'd2) begin
            next_prdata = {6'b000000, {overrun_error, framing_error}}; 
        end
        else if (read_select == 3'd3) begin
            next_prdata = bit_period[7:0];
        end
        else if (read_select == 3'd4) begin
            next_prdata = {2'b00, bit_period[13:8]};
        end
        else if (read_select == 3'd5) begin
            next_prdata = {4'b0000,data_size};
        end
        else if (read_select == 3'd6) begin
            if (data_size == 4'd5) begin
                next_prdata = {3'b000, rx_data[7:3]};
                data_read = 1'b1;
            end
            else if (data_size == 4'd7) begin
                next_prdata = {1'b0, rx_data[7:1]};
                data_read = 1'b1;
            end
            else begin
                next_prdata = rx_data;
                data_read = 1'b1;
            end
        end
    end
    always_comb begin : PWDATA
        if (write_select == 3'd1) begin
            next_bit_period_temp[7:0] = pwdata;
        end
        else begin
            next_bit_period_temp[7:0] = bit_period[7:0]; 
        end
        if (write_select == 3'd2) begin
            next_bit_period_temp[13:8] = pwdata[5:0];
        end
        else begin
            next_bit_period_temp[13:8] = bit_period[13:8];
        end
        if (write_select == 3'd3) begin
            next_data_size_temp = pwdata[3:0];
        end
        else begin
            next_data_size_temp = data_size;
        end
    end
endmodule
```
`design/flow/run.sh`:
```
#!/bin/bash
# OpenROAD 26Q1-2900-gdf79404cd8, Yosys 0.63+post, stock flow scripts
make -C /OpenROAD-flow-scripts/flow DESIGN_CONFIG=/design/flow/config.mk WORK_HOME=/design/flow/orfs finish
```
`design/flow/config.mk`:
```
export PLATFORM = sky130hd
export DESIGN_NAME = apb_slave
export DESIGN_NICKNAME = apb_slave
export VERILOG_FILES = /design/flow/design.v
export SDC_FILE = /design/flow/constraint.sdc
export NUM_CORES = 4
export LEC_CHECK = 1
export CORE_AREA = 10 10 100 100
export DIE_AREA = 0 0 110 110
```
`design/flow/constraint.sdc`:
```
current_design apb_slave

set clk_period 3.9
set clk_io_pct 0.2

create_clock -name clk0 -period $clk_period [get_ports {clk}]

set non_clock_inputs [all_inputs -no_clocks]
set_input_delay [expr $clk_period * $clk_io_pct] -clock clk0 $non_clock_inputs
set_output_delay [expr $clk_period * $clk_io_pct] -clock clk0 [all_outputs]
```
==> impl_report.txt <==
PHYSICAL IMPLEMENTATION REPORT
----------------------------------------------------
[Die]
  Number of standard-cell rows in the floorplan ........................ 32
  Chip Area ........................ roughly 0.012 mm2
  Placeable Area ........................ 0.00781 mm2
  Number of placed I/O pins ........................ approximately 55
  Die extent in y ........................ 110 um
  Fp util ........................ 0.189
  X dimension of the die ........................ ~110 um

[Outcome]
  Outcome ........................ completed

[Final timing]
  Max Fclk ........................ 310 MHz
  Count of final hold-check violations ........................ 0
  Worst setup slack after layout ........................ 0.670 ns
  Time the worst path needs with I/O delays and setup ........................ 3.23 ns
  Summed negative setup slack over all endpoints ........................ 0 ns
  Final setup violation count ........................ 0
  Transition time at the pin with the least slew margin ........................ between 0.4 and 0.5 ns
  Worst hold slack ........................ just under 0.5 ns
  Worst slew margin relative to its limit ........................ 0.667
  Final cycle utilization of the critical path ........................ 0.828
  RSZ-0062 raised after global routing ........................ false
  Final worst clock skew ........................ just under 0.01 ns
  Final count of pins violating max slew ........................ 0

[Clock tree]
  Root Buffer ........................ clkbuf_8
  Insertion delay to the later sink of the worst-skew pair ........................ 0.27 ns
  Number of buffers inserted for hold repair after clock tree synthesis ........................ 0
  Number of buffers inserted to repair setup after CTS ........................ 0
  Total of cells resized after clock tree synthesis ........................ 0
  Clock input transition at the sequential cells of the worst setup and hold paths ........................ ~0.080 ns
  TritonCTS clock tree ........................ yes
  Count of H-tree levels built during CTS ........................ 1
  Total clock buffers created by CTS ........................ 3
  Number of buffers on the longest clock path ........................ 2
  Clock Sinks ........................ 26

[Global routing]
  Met2 capacity usage during global routing ........................ 0.120
  Overall routing resource usage ........................ 0.0804
  Gr busiest metal ........................ met2
  Largest net degree at the start of global routing ........................ 27
  Met1 Track Usage GR ........................ 0.118
  Initial antenna violation count ........................ 0
  Total overflow reported by the global router ........................ 0
  GRT met3 Usage ........................ 0.0229
  Via count of the first global-routing pass ........................ between 1000 and 1500
  Wire length of the first global-routing pass ........................ between 7000 and 8000 um

[Cells and area]
  Area growth from synthesis to layout ........................ 47.1%
  Layout cells sized above 1 ........................ 0.160

[Power]
  Psw ........................ 206 uW
  Clock network power share ........................ 0.200
  Power density normalized to cell area ........................ 352 mW/mm2
  Leakage component of the power ........................ slightly below 0.9 nW
  Power Internal ........................ 558 uW
  Worst vdd rail ir drop ........................ approximately 0.16 mV
  Switching share of total power ........................ 0.269
  Portion of total power attributed to combinational logic ........................ 0.317
  Part of the power in registers ........................ 0.483

[Worst setup path]
  Critical Path Sink Type ........................ output port
  Critical-path top delay cell ........................ clkdlybuf4s50_1
  Worst-path cell chain ........................ clkdlybuf4s50_1 -> or3b_4 -> nor3b_1 -> clkdlybuf4s50_1
  Beginning of the worst register-to-register path ........................ data_size_temp[1]
  Critical setup path kind ........................ input port to output port
  Cell repeated most along the worst path ........................ clkdlybuf4s50_1
  Crit path max-delay family ........................ buffers and inverters
  Worst Setup SP ........................ paddr[1]
  Slowest cell delay on critical path ........................ 0.59 ns
  Critical path fanouts, max ........................ 8
  Sum of buffers and inverters on the critical path ........................ 2
  Setup slack, reg-to-reg ........................ 2.40 ns
  Data required time at the worst endpoint ........................ 3.12 ns
  Crit path arrival time ........................ ~2.5 ns
  Critical path launch point type ........................ input port

[Min path]
  Worst min-delay path startpoint ........................ prdata[6]
  Classification of the worst-slack hold path ........................ register to register

[Logic synthesis]
  Post-synth ARST share ........................ 1.00
  Number of enable-type register cells in the synthesized netlist ........................ 0
  Yosys synthesis chip area ........................ 0.00148 mm2
  Number of synthesis warnings ........................ 1
  Most instantiated flip-flop cell in the synthesis netlist ........................ dfrtp_1
  Mapped Area ........................ about 0.0015 mm2
  Average instance area after synthesis ........................ 11.0 um2
  Instance tally after logic synthesis ........................ around 130
  Number of cells in the yosys synthesis report ........................ approximately 130
  Count of state elements after synthesis ........................ 26
  Sequential share of the synthesized area ........................ 0.441
  Netlist cell types ........................ 38

[Routing]
  Via count of the routed design ........................ between 1000 and 1500
  Remaining antenna violation count ........................ 0
  Antenna Diode Count ........................ 0
  Per-cell via count in the routed design ........................ between 4 and 5
  DRC viols ........................ 0
  Routed length per placed instance ........................ between 15 and 20 um
  Final wirelength ........................ between 4000 and 5000 um
  TritonRoute pass-1 iters ........................ 5
  Initial DRC count ........................ ~91

[Flow run]
  Reported max-cap violation count ........................ 0
  Tool warnings ........................ 25

[Placement]
  RePlAce Congestion ........................ around 0.86
  Count of port buffers added during placement ........................ roughly 54
  Half-perimeter wire length after detailed placement ........................ 3880 um
  Pre-CTS setup slack ........................ roughly 0.66 ns

----------------------------------------------------
## logic make-up after synthesis
logic type,after synthesis,share of synthesized area
simple gates,37,0.148
flops,26,0.441
buf+inv,11,0.0407
compound gates,32,0.149
mux,28,0.221
## registers in the layout, summed over array words and instances, names as in the netlist
| register | flops |
|---|---|
| data_size_temp | 4 |
| prdata | 8 |
| bit_period_temp | 14 |
## area by class of cell
type / count / area, um2
repair buffers: 59 / 578
multi-input cells: 97 / 764
inverters: 2 / 7.51
well taps: 102 / 128
clock buffers: 3 / 41.3
fillers: 805 / 5640
flip-flops and latches: 26 / 651
## cell usage after synthesis (all sizes together), types with 3 or more instances
library cell / count / area share
nand3: 3 / 0.010
nor2: 6 / 0.017
mux2i: 10 / 0.068
a211oi: 3 / 0.015
nand2: 8 / 0.020
o221ai: 3 / 0.018
o32ai: 3 / 0.018
a21oi: 8 / 0.027
mux2: 18 / 0.15
nand2b: 4 / 0.022
nor3b: 4 / 0.020
clkbuf: 3 / 0.0076
nor3: 4 / 0.017
buf: 6 / 0.028
a31oi: 3 / 0.013
o21ai: 4 / 0.014
dfrtp: 26 / 0.44
## path summary, 6_finish.rpt
kind	to	cells after the start
setup / recovery	pslverr	4
hold / removal	prdata[6]	1
min in group asynchronous	bit_period_temp[8]	2
hold reg to reg	prdata[6]	1
max in group asynchronous	prdata[3]	2
setup reg to reg	prdata[3]	4
## power by group through the flow
stage	logic [mW]	registers (mW)	clock network, mW
CTS	0.249	0.369	0.159
global route	0.267	0.378	0.168
finish	0.242	0.369	0.153
## cells in the final DEF (no fill, tap or decap), drive strengths merged, types with 2 or more instances in the layout
| cell type | synthesis | final |
|---|---|---|
| clkdlybuf4s50 | 0 | 54 |
| dfrtp | 26 | 26 |
| mux2 | 18 | 18 |
| mux2i | 10 | 10 |
| nand2 | 8 | 8 |
| a21oi | 8 | 8 |
| nor2 | 6 | 6 |
| buf | 6 | 5 |
| nor3b | 4 | 4 |
| o21ai | 4 | 4 |
| nand2b | 4 | 4 |
| nor3 | 4 | 4 |
| nand3 | 3 | 3 |
| o221ai | 3 | 3 |
| o32ai | 3 | 3 |
| a31oi | 3 | 3 |
| a211oi | 3 | 3 |
| clkbuf | 3 | 3 |
| inv | 2 | 2 |
| or3 | 2 | 2 |
| a211o | 2 | 2 |
## metrics by stage
step	cell area, um2	instances	power, mW	utilization
global placement	2130	286	0.621	0.273
detailed placement	2130	286	0.620	0.273
global route	2170	289	0.814	0.278
floorplan	1480	134	0.450	-
finish	2170	289	0.764	0.278
CTS	2170	289	0.777	0.278
## metal layers
metal  vias to the layer above  share of wire
met5                         -              0
li1                        616              -
met1                       609           0.48
met3                         2          0.073
met2                        48           0.45
met4                         0         0.0035
Power figures rest on the tool's default switching activity, not on a simulated workload.
