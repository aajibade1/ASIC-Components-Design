`design/flow/config.mk`:
```
export PLATFORM = sky130hd
export DESIGN_NAME = ahb_lite_slave
export DESIGN_NICKNAME = ahb_lite_slave
export VERILOG_FILES = /design/flow/design.v
export SDC_FILE = /design/flow/constraint.sdc
export NUM_CORES = 4
export LEC_CHECK = 1
export CORE_UTILIZATION = 30
```
`design/flow/constraint.sdc`:
```
current_design ahb_lite_slave

set clk_period 3.1
set clk_io_pct 0.2

create_clock -name clk0 -period $clk_period [get_ports {clk}]

set non_clock_inputs [all_inputs -no_clocks]
set_input_delay [expr $clk_period * $clk_io_pct] -clock clk0 $non_clock_inputs
set_output_delay [expr $clk_period * $clk_io_pct] -clock clk0 [all_outputs]
```
`design/flow/design.v`:
```
module ahb_lite_slave (
    input wire clk, input wire n_rst,
    input wire [1:0] coefficient_num, input wire modwait,
    input wire [15:0] fir_out, input wire err, input wire hsel,
    input wire [3:0] haddr, input wire hsize, input wire cl_done, input wire cl_busy,
    input wire ff_done,
    input wire [1:0] htrans, input wire hwrite, input wire [15:0] hwdata,
    output reg [15:0] sample_data, output reg data_ready, 
    output reg new_coefficient_set, output reg [15:0] fir_coefficient,
    output reg [15:0] hrdata, output reg hresp
    );
    reg [4:0] read_select;
    reg [4:0] write_select;
    reg [4:0] next_write_select;
    reg [4:0] next_read_select;
    reg [15:0] f_zero;
    reg [15:0] next_f_zero;
    reg [15:0] f_one;
    reg [15:0] next_f_one;   
    reg [15:0] f_two;
    reg [15:0] next_f_two;  
    reg [15:0] f_three;
    reg [15:0] next_f_three; 
    reg [15:0] sample_data_temp;
    reg [15:0] next_sample_data_temp;
    reg new_coff_set_temp;
    reg next_new_coff_set_temp;
    reg next_data_ready;
    reg busy;
    always_ff @ (posedge clk, negedge n_rst) begin
        if (n_rst == 1'b0) begin
            f_zero <= '0;
            f_one <= '0;
            f_two <= '0;
            f_three <= '0;
            sample_data_temp <= '0;
            new_coff_set_temp <= '0;
            write_select <= '0;
            read_select <= '0;
            data_ready <= '0;
        end
        else begin
            f_zero <= next_f_zero;
            f_one <= next_f_one;
            f_two <= next_f_two;
            f_three <= next_f_three;
            write_select <= next_write_select;
            read_select <= next_read_select;
            sample_data_temp <= next_sample_data_temp;
            new_coff_set_temp <= next_new_coff_set_temp;
            data_ready <= next_data_ready;
        end
    end
    always_comb begin : SET_OUTPUTS
        fir_coefficient = '0;
        if(new_coff_set_temp == 1'b1) begin
            if (coefficient_num == 2'd0) begin
                fir_coefficient = f_zero;
            end
            else if (coefficient_num == 2'd1) begin
                fir_coefficient = f_one;
            end
             else if (coefficient_num == 2'd2) begin
                fir_coefficient = f_two;
            end 
             else if (coefficient_num == 2'd3) begin
                fir_coefficient = f_three;
            end
        end
        sample_data = sample_data_temp;
        new_coefficient_set = new_coff_set_temp;
    end 
    always_comb begin: ADDRESS_MAPPING
        hresp = 1'b0;
        next_write_select = '0;
        next_read_select = '0;
        if(hsel && (htrans != 1'b0)) begin
            if (hwrite == 1'b1) begin
                if(haddr == 4'd4) begin
                    if (hsize == 1'b1) begin
                        next_write_select = 5'd1;
                    end
                    else if(hsize == 1'b0) begin
                        next_write_select = 5'd2;
                    end
                end
                else if(haddr == 4'd5) begin
                     if (hsize == 1'b1) begin
                        next_write_select = 5'd3;
                    end
                    else if(hsize == 1'b0) begin
                        next_write_select = 5'd4;
                    end                  
                end
                else if(haddr == 4'd6) begin
                     if (hsize == 1'b1) begin
                        next_write_select = 5'd5;
                    end
                    else if(hsize == 1'b0) begin
                        next_write_select = 5'd6;
                    end                  
                end
                else if(haddr == 4'd7) begin
                     if (hsize == 1'b1) begin
                        next_write_select = 5'd7;
                    end
                    else if(hsize == 1'b0) begin
                        next_write_select = 5'd8;
                    end                  
                end
                else if(haddr == 4'd8) begin
                     if (hsize == 1'b1) begin
                        next_write_select = 5'd9;
                    end
                    else if(hsize == 1'b0) begin
                        next_write_select = 5'd10;
                    end                 
                end
                else if(haddr == 4'd9) begin
                     if (hsize == 1'b1) begin
                        next_write_select = 5'd11;
                    end
                    else if(hsize == 1'b0) begin
                        next_write_select = 5'd12;
                    end                 
                end
                else if(haddr == 4'd10) begin
                     if (hsize == 1'b1) begin
                        next_write_select = 5'd13;
                    end
                    else if(hsize == 1'b0) begin
                        next_write_select = 5'd14;
                    end                  
                end
                else if(haddr == 4'd11) begin
                     if (hsize == 1'b1) begin
                        next_write_select = 5'd15;
                    end
                    else if(hsize == 1'b0) begin
                        next_write_select = 5'd16;
                    end                
                end
                else if(haddr == 4'd12) begin
                     if (hsize == 1'b1) begin
                        next_write_select = 5'd17;
                    end
                    else if(hsize == 1'b0) begin
                        next_write_select = 5'd18;
                    end                
                end
                else if(haddr == 4'd13) begin
                     if (hsize == 1'b1) begin
                        next_write_select = 5'd19;
                    end
                    else if(hsize == 1'b0) begin
                        next_write_select = 5'd20;
                    end            
                end
                else if(haddr == 4'd14) begin
                    next_write_select = 5'd21;                
                end
                else begin
                    hresp = 1'b1;
                end
            end
            else if(hwrite == 1'b0) begin
                 if(haddr == 4'd0) begin
                    if (hsize == 1'b1) begin
                        next_read_select = 5'd1;     
                    end
                    else if(hsize == 1'b0) begin
                        next_read_select = 5'd2;
                    end
                end
                else if(haddr == 4'd1) begin
                     if (hsize == 1'b1) begin
                        next_read_select = 5'd3;     
                    end
                    else if(hsize == 1'b0) begin
                        next_read_select = 5'd4;
                    end              
                end
                else if(haddr == 4'd2) begin
                     if (hsize == 1'b1) begin
                        next_read_select = 5'd5;     
                    end
                    else if(hsize == 1'b0) begin
                        next_read_select = 5'd6;
                    end                  
                end
                else if(haddr == 4'd3) begin
                     if (hsize == 1'b1) begin
                        next_read_select = 5'd7;     
                    end
                    else if(hsize == 1'b0) begin
                        next_read_select = 5'd8;
                    end                 
                end
                else if(haddr == 4'd4) begin
                     if (hsize == 1'b1) begin
                        next_read_select = 5'd9;     
                    end
                    else if(hsize == 1'b0) begin
                        next_read_select = 5'd10;
                    end           
                end
                else if(haddr == 4'd5) begin
                     if (hsize == 1'b1) begin
                        next_read_select = 5'd11;     
                    end
                    else if(hsize == 1'b0) begin
                        next_read_select = 5'd12;
                    end                 
                end
                else if(haddr == 4'd6) begin
                     if (hsize == 1'b1) begin
                        next_read_select = 5'd13;     
                    end
                    else if(hsize == 1'b0) begin
                        next_read_select = 5'd14;
                    end                 
                end
                else if(haddr == 4'd7) begin
                     if (hsize == 1'b1) begin
                        next_read_select = 5'd15;     
                    end
                    else if(hsize == 1'b0) begin
                        next_read_select = 5'd16;
                    end            
                end
                else if(haddr == 4'd8) begin
                     if (hsize == 1'b1) begin
                        next_read_select = 5'd17;     
                    end
                    else if(hsize == 1'b0) begin
                        next_read_select = 5'd18;
                    end                
                end
                else if(haddr == 4'd9) begin
                     if (hsize == 1'b1) begin
                        next_read_select = 5'd19;     
                    end
                    else if(hsize == 1'b0) begin
                        next_read_select = 5'd20;
                    end                  
                end
                else if(haddr == 4'd10) begin
                     if (hsize == 1'b1) begin
                        next_read_select = 5'd21;     
                    end
                    else if(hsize == 1'b0) begin
                        next_read_select = 5'd22;
                    end                  
                end
                else if(haddr == 4'd11) begin
                     if (hsize == 1'b1) begin
                        next_read_select = 5'd23;     
                    end
                    else if(hsize == 1'b0) begin
                        next_read_select = 5'd24;
                    end                 
                end
                else if(haddr == 4'd12) begin
                     if (hsize == 1'b1) begin
                        next_read_select = 5'd25;     
                    end
                    else if(hsize == 1'b0) begin
                        next_read_select = 5'd26;
                    end               
                end
                else if(haddr == 4'd13) begin
                     if (hsize == 1'b1) begin
                        next_read_select = 5'd27;     
                    end
                    else if(hsize == 1'b0) begin
                        next_read_select = 5'd28;
                    end                  
                end
                else if(haddr == 4'd14) begin
                    next_read_select = 5'd29;                 
                end
                else begin
                    hresp = 1'b1;
                end
            end
        end
    end
    always_comb begin: HRDATA
        hrdata = '0;
        if(read_select == 5'd1) begin
             if (err == 1'b1) begin
                hrdata = 16'd256;
            end
            else if (busy == 1'b1) begin
                hrdata = 16'd1;
            end
            else begin
                hrdata = 16'd0;
            end 
        end
        else if (read_select == 5'd2) begin
            if (busy == 1'b1) begin
                hrdata = 16'd1;
            end
            else begin
                hrdata = 16'd0;
            end
        end
        else if(read_select == 5'd3) begin
            if (err == 1'b1) begin
                hrdata = 16'd256;
            end
            else if (busy == 1'b1) begin
                hrdata = 16'd1;
            end
            else begin
                hrdata = 16'd0;
            end
        end
        else if (read_select == 5'd4) begin
            if (err == 1'b1) begin
                hrdata = 16'd256;
            end
            else begin
                hrdata = 16'd0;
            end
        end
        else if(read_select == 5'd5) begin
            hrdata = fir_out;
        end
        else if (read_select ==5'd6) begin
            hrdata = {8'd0,fir_out[7:0]};
        end
        else if(read_select == 5'd7) begin
            hrdata = fir_out;
        end
        else if (read_select == 5'd8) begin
            hrdata = {fir_out[15:8], 8'd0};
        end
        else if(read_select == 5'd9) begin
            hrdata = sample_data;
        end
        else if (read_select == 5'b10) begin
            hrdata = {8'd0, sample_data[7:0]};
        end
        else if(read_select == 5'd11) begin
            hrdata = sample_data;
        end
        else if (read_select == 5'd12) begin
            hrdata = {sample_data[15:8], 8'd0};
        end
        else if(read_select == 5'd13) begin
            hrdata = f_zero;
        end
        else if (read_select == 5'd14) begin
            hrdata = {8'd0, f_zero[7:0]};
        end
        else if(read_select == 5'd15) begin
            hrdata = f_zero;
        end
        else if (read_select == 5'd16) begin
            hrdata = {f_zero[15:8], 8'd0};
        end
        else if(read_select == 5'd17) begin
            hrdata = f_one;
        end
        else if (read_select == 5'd18) begin
            hrdata = {8'd0, f_one[7:0]};
        end
        else if(read_select == 5'd19) begin
            hrdata = f_one;
        end
        else if (read_select == 5'd20) begin
            hrdata = {f_one[15:8], 8'd0};
        end
        else if(read_select == 5'd21) begin
            hrdata = f_two;
        end
        else if (read_select == 5'd22) begin
            hrdata = {8'd0, f_two[7:0]};
        end
        else if(read_select == 5'd23) begin
            hrdata = f_two;
        end
        else if (read_select == 5'd24) begin
            hrdata = {f_two[15:8], 8'd0};
        end
        else if(read_select == 5'd25) begin
            hrdata = f_three;
        end
        else if (read_select == 5'd26) begin
            hrdata = {8'd0, f_three[7:0]};
        end
        else if(read_select == 5'd27) begin
            hrdata = f_three;
        end
        else if (read_select == 5'd28) begin
            hrdata = {f_three[15:8], 8'd0};
        end
        else if(read_select == 5'd29) begin
            hrdata = {15'd0, new_coefficient_set};
        end
    end
    always_comb begin: HWDATA
        busy = 1'b0;
        next_data_ready = data_ready; 
        next_sample_data_temp = sample_data_temp;
        next_f_zero = f_zero;
        next_f_one = f_one;
        next_f_two = f_two;
        next_f_three = f_three;
        if(write_select == 5'd1) begin
            next_sample_data_temp = hwdata;
            next_data_ready = 1'b1;
        end
        if (write_select == 5'd2) begin
            next_sample_data_temp[7:0] = hwdata[7:0];
            next_data_ready = 1'b1;
        end
        if(write_select == 5'd3) begin
            next_sample_data_temp = hwdata;
            next_data_ready = 1'b1;
        end
        if (write_select == 5'd4) begin
            next_sample_data_temp[15:8] = hwdata[15:8];
            next_data_ready = 1'b1;
        end
        if(write_select == 5'd5) begin
            next_f_zero = hwdata;
        end
        if (write_select == 5'd6) begin
            next_f_zero[7:0] = hwdata[7:0];
        end
        if(write_select == 5'd7) begin
            next_f_zero = hwdata;
        end
        if (write_select == 5'd8) begin
            next_f_zero[15:8] = hwdata[15:8];
        end
        if(write_select == 5'd9) begin
            next_f_one = hwdata;
        end
        if (write_select == 5'b10) begin
            next_f_one[7:0] = hwdata[7:0];
        end
        if(write_select == 5'd11) begin
            next_f_one = hwdata;
        end
        if (write_select == 5'd12) begin
            next_f_one[15:8] = hwdata[15:8];
        end
        if(write_select == 5'd13) begin
            next_f_two = hwdata;
        end
        if (write_select == 5'd14) begin
            next_f_two[7:0] = hwdata[7:0];
        end
        if(write_select == 5'd15) begin
            next_f_two = hwdata;
        end
        if (write_select == 5'd16) begin
            next_f_two[15:8] = hwdata[15:8];
        end
        if(write_select == 5'd17) begin
            next_f_three = hwdata;
        end
        if (write_select == 5'd18) begin
            next_f_three[7:0] = hwdata[7:0];
        end
        if(write_select == 5'd19) begin
            next_f_three = hwdata;
        end
        if (write_select == 5'd20) begin
            next_f_three[15:8] = hwdata[15:8];
        end
        if(write_select == 5'd21) begin
            next_new_coff_set_temp = hwdata[0];
        end
        else begin
            next_new_coff_set_temp = new_coff_set_temp;;
        end
        if(cl_done == 1'b1) begin
            next_new_coff_set_temp = 1'b0;
        end
        if(ff_done == 1'b1) begin
            next_data_ready = 1'b0;
        end
        if(new_coefficient_set == 1'b0) begin
            if(modwait == 1'b1) begin
                busy = 1'b1;
            end
            else begin
                busy = 1'b0;
            end
        end
        else if (new_coefficient_set == 1'b1) begin
            busy = cl_busy;
        end
    end
endmodule
```
`design/flow/run.sh`:
```
#!/bin/bash
# OpenROAD 26Q1-2900-gdf79404cd8, Yosys 0.63+post, stock flow scripts
make -C /OpenROAD-flow-scripts/flow DESIGN_CONFIG=/design/flow/config.mk WORK_HOME=/design/flow/orfs finish
```
==> out/metrics.cfg <==
[power]
switching_share_pct=23.1
clock_power_share_pct=40.7
p_per_area_mw_per_mm2=582
p_sw_mw=1.17
p_total_mw=5.04
p_leak_nw=3.62
p_int_mw=3.88
power_frac_seq_pct=44.4
vdd_drop_max_v=0.000299
share_comb_of_total_power_pct=14.9

[critical_path]
critPathSlowestCell=or4_4
worst-setup-path-type=reg -> out
crit_path_max_fanout=5
crit_buf_inv=1
r2r-start=write_select[6]$_DFF_PN0_
worstPathCellList=or4_4 > nor2_4 > a22oi_2 > or4_1 > a221oi_2 > buf_2
cp-startpoint=read_select[28]$_DFF_PN0_
critical_path_arrival_ns=2.50
max_stage_delay_ns=0.58
cp_top_family=simple AND/OR/NAND/NOR gates
cp-start-kind=flip-flop
end_kind=primary output
cp_data_required_time_ns=2.48

[synth]
synth.distinct_cells=47
ys_seq_share_pct=52.7
netlist_instances=531
synth-edff-count=0
ys.flop_type=dfrtp_1
yosysTopAreaCell=dfrtp_1
ys_cells=531
top_area_share_pct=52.7
ys.warnings.count=1
ys_async_sr_fraction_pct=100
avgSynthCellArea_um2=11.6
synth_chip_area_mm2=0.00617
top_cells_by_area=dfrtp_1, mux2_2, mux4_2
ys_ff=130
syn_area_mm2=0.00617

[grt]
grt_max_degree=55
grt_pass1_vias=5073
grt_pass1_wl_um=28400
antenna_found_initial=0
grt-ovfl-total=0
grt.total_usage_pct=17.9

[cts]
hold_buffers=0
clockBufferDepth=2
cts_tree=built
insertion_delay_ns=0.41
cts_max_level=4
root_buffer=clkbuf_16
clkSinkCount=130
clk_pin_slew_ns=0.05
cts_buffers=17

[drt]
num_vias=4942
detail-route-antenna-nets=0
dr.pass1.iters=7
wl_um=17800
wire_per_inst_um=18.4
drcViolationCount=0
via_per_inst=5.09
drtIter0Drc=263
antennaDiodeCount=0

[run]
openroad.warnings=27
max_cap_violations=0

[sta]
setup_ws_ns=-0.0238
hold_viol=0
period_minus_slack_ns=3.12
rsz0062_at_grt=yes
finalClockPeriodUsage_pct=101
worst_pin_slew_ns=0.706
maxSlewHeadroom_pct=52.9
clock_skew_ns=0.00641
maxSlewViolCount=0
fmax_mhz=320
setup_viol=3
timing.hold.ws_ns=0.257

[final_layout]
n_fill_cell=1794
drive_gt1_share_pct=32.5
regArea_mm2=0.00325
syn2layout_area_growth_pct=40.4
comb_area_mm2=0.00298
final_cell_area_mm2=0.00866

[floorplan]
die-height_um=145
pin_count=101
core-area_mm2=0.0202
die-width_um=145
fp_util_pct=30.6
dieArea_mm2=0.0211
rows=52

[placed_design]
place.gp.congestion=0.903
placed_cell_area_mm2=0.00779
dpl.hpwl_um=12600
numPortBuffers=100

[run_status]
failed_checks=setup timing
run_status=complete, but fails checks

[min_path]
worstHoldPathType=in -> async

-- worst register-to-register path, delay by kind of cell (launching register included) --
| kind | cells | cell delay (ns) |
|---|---|---|
| buffers and inverters | 1 | 0.27 |
| DFF | 1 | 0.41 |
| muxes | 1 | 0.36 |
| and+or+nand+nor | 1 | 0.27 |
-- metrics by stage --
stage                     util (%)  setup TNS [ns]  worst slack, ns  cells
after global routing          43.0          -0.619           -0.106    971
final                         43.0         -0.0332          -0.0238    971
after detailed placement      38.6               0           0.0343    926
after CTS                     42.8          -0.504           -0.144    970
after global placement        38.6               0           0.0527    926
after floorplan                  -               0            0.683    531
-- cell type report --
| cell class | count | share of cell area (%) |
|---|---|---|
| inverter | 7 | 0.303 |
| sequential | 130 | 37.6 |
| multi-input combinational | 378 | 34.4 |
| clock inverter | 8 | 1.44 |
| clock buffer | 23 | 5.75 |
| tap | 270 | 3.90 |
| timing repair buffer | 155 | 16.7 |
-- kinds of logic after synthesis --
group / share of synthesized area, %
buffers and inverters: 1.46
AND-OR/OR-AND: 8.60
multiplexers: 20.8
AND/OR/NAND/NOR: 16.5
flip-flops: 52.7
-- per-layer routing --
layer / share of wire [%] / vias up / GRT usage, %
met5: 0 / - / 0
met4: 1.3 / 0 / 3.63
met3: 5.9 / 13 / 4.35
met2: 49 / 154 / 28.1
met1: 44 / 2506 / 26.2
li1: - / 2269 / -
-- repair_timing --
item                                    CTS  global route
pin swaps                                27            18
endpoints found under the setup margin   16            22
cloned                                    0             1
buffers inserted                         13             2
resized                                  71            11
-- path summary, 6_finish.rpt --
path / slack, ns / end / cells past startpoint
hold / removal: 0.26 / sample_data_temp[12]$_DFFE_PN0P_ / 1
setup / recovery: -0.02 / hrdata[7] / 6
max in group asynchronous: 2.11 / f_one[0]$_DFFE_PN0P_ / 2
setup reg to reg: 1.67 / f_one[1]$_DFFE_PN0P_ / 3
hold reg to reg: 0.52 / new_coff_set_temp$_DFFE_PN0P_ / 2
min in group clk0: 0.52 / new_coff_set_temp$_DFFE_PN0P_ / 2
-- power by group through the flow --
stage | Sequential (mW) | Combinational [mW] | Clock (mW)
final | 2.24 | 0.753 | 2.05
after CTS | 2.23 | 0.756 | 2.09
after global routing | 2.27 | 0.818 | 2.17
-- synthesized netlist by cell type (4+ instances only) --
cell type	count
dfrtp_1	130
a222oi_1	5
a21oi_1	12
inv_1	7
or3_1	6
o22ai_1	5
and2_1	18
nor2_1	67
a22oi_1	4
nor3_1	21
a221oi_1	9
o21ai_0	16
nor2b_1	9
mux2_2	80
a311o_1	6
or4_1	4
mux4_2	16
clkbuf_1	13
nand3_1	12
nand2_1	41
and3_1	8
nand2b_1	6
-- placed cells by master (no fill, tap or decap), drive strengths merged, types with 5 or more instances in the layout --
cell,synthesis,routed
a221oi,9,9
and3,8,8
mux4,16,16
mux2,80,80
clkdlybuf4s50,0,82
nor2,68,68
a222oi,5,5
a311o,6,6
nand2b,6,6
inv,7,7
a21oi,15,15
o22ai,5,5
nor3,24,24
o21ai,17,17
buf,3,65
dfrtp,130,130
or3,6,6
and2,18,18
nor2b,9,9
clkbuf,13,26
nand2,41,41
nand3,12,12
or4,5,5
-- flip-flops by register name (all words and copies together) (netlist names) --
register           count
f_two                 16
f_one                 16
f_zero                16
sample_data_temp      16
f_three               16
data_ready             1
new_coff_set_temp      1
read_select           28
write_select          20
No activity file was given, so power comes from the tool's default toggle rates.
